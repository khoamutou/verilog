==> ./design.v <==
`timescale 1ns / 1ps
module chia_xung(
input clk_in,
    output reg clk_out
    );
	reg [24:0] cnt;
initial begin
	clk_out <= 0;
	end
always@(posedge clk_in)
begin
	if (cnt == 25'd24999999)
		begin				
			clk_out <= ~clk_out;
			cnt <= 0;
		end
	else cnt <= cnt + 1;
end
endmodule
`timescale 1ns / 1ps
module on_off
( 
	input wire clk,
	input wire rst,
	output reg [7:0] LED
    );
	 wire clkout;
	 reg [4:0] n;
	chia_xung clk1hz ( clk, clkout);
	always @(posedge clkout, posedge rst)
	   begin
			if (rst) 
				begin
					n = 1;
					LED = 8'd0;
				end
			else if (rst == 0)
				begin 
						n = n + 1;
						if (n == 5'd22) n = 0;
						if (n < 5'd6) 
								LED = ~LED;
						else if ((n>5'd5) && (n<5'd14))
									if (n == 5'd6) 
											LED = {8'b10000000};
									else 
											LED = { 1'b0, LED[7:1]};
						else if (n > 5'd13)
									LED = { LED[6:0], 1'b0};
				end
		  end
endmodule
==> ./config.mk <==
export PLATFORM = sky130hd
export DESIGN_NAME = on_off
export DESIGN_NICKNAME = on_off
export VERILOG_FILES = /design/flow/design.v
export SDC_FILE = /design/flow/constraint.sdc
export NUM_CORES = 4
export LEC_CHECK = 1
export CORE_UTILIZATION = 40
==> ./constraint.sdc <==
current_design on_off

set clk_period 3.6
set clk_io_pct 0.2

create_clock -name clk0 -period $clk_period [get_ports {clk}]

set non_clock_inputs [all_inputs -no_clocks]
set_input_delay [expr $clk_period * $clk_io_pct] -clock clk0 $non_clock_inputs
set_output_delay [expr $clk_period * $clk_io_pct] -clock clk0 [all_outputs]
==> ./run.sh <==
#!/bin/bash
# OpenROAD 26Q1-2900-gdf79404cd8, Yosys 0.63+post, stock flow scripts
make -C /OpenROAD-flow-scripts/flow DESIGN_CONFIG=/design/flow/config.mk WORK_HOME=/design/flow/orfs finish
==> summary.rpt <==
YOSYS
--------------------------------------------------------------------------------------------------
Number of cells in the yosys synthesis report                                                  202
Synthesized instance count                                                                     202
Count of distinct cell types in the synthesized netlist                                         49
Most common reg cell                                                                       dfxtp_1
Total of warnings raised by yosys                                                                2
Asr flop ratio synth                                                                         33.3%
Seq share, synth                                                                             44.1%
Post-Syn Area                                                                             1940 µm²
Summed standard-cell area reported by yosys                                               1940 µm²
Number of flops mapped to enable cells by yosys                                                  1
Yosys reg bits                                                                                  39
Average cell area after synthesis                                                         9.62 µm²

POWER AND IR DROP
--------------------------------------------------------------------------------------------------
Cell Pwr Density                                                                        229 nW/µm²
Static leakage power                                                                      0.877 nW
Max VDD drop                                                                            0.000254 V

PLACED DESIGN
--------------------------------------------------------------------------------------------------
DP Cell Count                                                                                  256
Count of input and output buffers                                                                9
Routability cong.                                                                            0.850
Half-perimeter wire length after placement                                                 2410 µm

STA
--------------------------------------------------------------------------------------------------
RSZ-0062 raised after global routing                                                         false
Fmax                                                                                     0.474 GHz
Final min period                                                                           2110 ps
Endpoints left unconstrained                                                                    21
Clk_skew                                                                                   5.33 ps
Final count of negative-setup-slack endpoints                                                    0
Cycle use final                                                                              58.6%
Transition at the pin with the smallest max-transition slack                                700 ps
Sum Neg Setup Slack                                                                           0 ps
Hold_ws                                                                                     488 ps
Max-slew headroom                                                                            53.3%
Number of register pins that no clock reaches                                                   13
Final count of pins violating max slew                                                           0
Hold Violations, Final                                                                           0

ROUTING
--------------------------------------------------------------------------------------------------
Via density                                                                                   5.52
Post-detailed-routing wire length                                                          3350 µm
Final routed wire length divided by cell count                                             12.9 µm
Router iterations before antenna repair                                                          5
Residual DRC                                                                                     0
Violation tally from detailed-route iteration zero                                              60
Number of routed nets with antenna violations                                                    0
Number of antenna repair diodes                                                                  0
Overall via count from detail_route                                                           1435

WORST SETUP PATH
--------------------------------------------------------------------------------------------------
Worst reg2reg endpoint                                                                clk1hz.clk_out
Critical path capture point type                                                              flop
Worst reg2reg startpoint                                                              clk1hz.cnt[18]
CP Class                                                                                   reg2reg
Critical path capture point                                                           clk1hz.clk_out
Arr. time, crit path                                                                       2010 ps
Data required, critical path                                                               3500 ps
FF-to-FF setup slack                                                                       1490 ps
Setup crit start                                                                      clk1hz.cnt[18]
Worst R2R Path Depth                                                                             4
Maximum fanout encountered on the critical timing path                                          16
Kind of start point of the critical path                                                      flop

CLOCK NETWORK
--------------------------------------------------------------------------------------------------
Number of buffers inserted by hold repair at cts                                                 0
Number of H-tree branching levels                                                                1
Clock transition time at the flip-flop clock pins of the worst setup and hold paths          80 ps
Number of setup buffers added after CTS                                                          0
Number of gates given a new drive strength after cts                                             0
Max Root-Sink Buffers                                                                            2
Clock root buffer                                                                         clkbuf_8
Insertion Delay late pin                                                                    260 ps
Clock tree from TritonCTS                                                                      yes
TritonCTS buffer count                                                                           3

DIE
--------------------------------------------------------------------------------------------------
Core Box Area                                                                             4500 µm²
Core Density at Floorplan                                                                    43.1%
Die boundary width                                                                         71.7 µm
Cell row count                                                                                  24
Chip Height                                                                                71.7 µm
Chip area                                                                                 5140 µm²
I/O pin cnt                                                                                     10

GLOBAL ROUTE
--------------------------------------------------------------------------------------------------
GR Util All Layers                                                                           14.0%
Remaining Overflow, GRT                                                                          0
Vias in the first global route                                                                1320
Most used routing layer in global routing                                                     met2
Wire length of the first global-routing pass                                               5800 µm
Initial antenna violation count                                                                  0
Largest net degree at the start of global routing                                               19
Met1 Resource Use GR                                                                         21.6%
Global Route met2 Usage                                                                      22.3%
GR met3 Demand/Resource                                                                      2.28%

FINISH
--------------------------------------------------------------------------------------------------
Utilization after layout                                                                     47.0%
Area Overhead vs Synth                                                                       8.89%
Fraction of final layout cells with drive strength greater than 1                            9.62%
Dominant logic cell type in the layout                                                     nand2_1
Number of non-filler instances in the completed layout                                         260
Top logic cells by instance count in the layout                                       nand2_1 (26), dfxtp_1 (25), nor2_1 (20)

HOLD PATH
--------------------------------------------------------------------------------------------------
Hold Path Origin                                                                      clk1hz.cnt[0]
Type of the worst min-delay path                                                           reg2reg

JOB
--------------------------------------------------------------------------------------------------
Number of maximum-capacitance constraint violations                                              0
Warning total across the stage logs                                                             26

OUTCOME
--------------------------------------------------------------------------------------------------
Status                                                                                complete, no violations

-- how the worst min path moves through the flow --
| stage | to | cells after the start |
|---|---|---|
| finish | clk1hz.cnt[0] | 1 |
| global route | clk1hz.cnt[9] | 1 |
| CTS | clk1hz.cnt[9] | 1 |
-- layer usage --
metal,up-vias,wire length (µm)
met5,-,0
met4,0,24
met3,2,117
met2,24,1570
met1,679,1640
li1,730,-
-- metrics by stage --
stage	total power [W]	area, µm²	setup slack, ps
after floorplan	0.000308	1940	1720
after global placement	0.000312	2060	1540
after detailed placement	0.000312	2060	1480
after CTS	0.000491	2120	1470
after global routing	0.000500	2120	1370
final	0.000485	2120	1490
-- cell families (layout without fill, tap and decap cells) --
family                   after synthesis  after routing  synth area share (%)
AND/OR/NAND/NOR                       87             87                  24.4
multiplexers                           3              3                  1.61
buffers and inverters                 13             19                  3.09
flip-flops                            39             39                  44.1
adder cells (fa/ha/maj)                3              3                  1.93
XOR/XNOR                              25             25                  11.3
AND-OR/OR-AND                         32             32                  13.6
-- critical path, stage by stage (launching register included) --
cell and delay (ps):
dfxtp_1 410, and4_4 270, nand2_1 60, or4_4 550
nor3_4 470
-- final cells by class --
cell class	instances	area, µm²
Multi-Input combinational cell	150	1030
Inverter	6	22.5
Tap cell	52	65.1
Fill cell	410	2390
Clock buffer	4	55.1
Timing Repair Buffer	9	90.1
Sequential cell	39	857
-- report_power, final --
part,switching (W),leakage [nW],internal [W]
Sequential,0,0.371,0.000289
Clock,0.0000827,0.0288,0.0000975
Combinational,0.0000106,0.478,0.00000519
-- cell usage after synthesis, types with 2 or more instances --
master,instances,share of area (%)
a211o_1,2,0.90
a21o_1,3,1.2
a21oi_1,3,0.77
a221o_1,6,3.1
and3_2,3,1.2
and4_1,2,0.90
buf_2,3,0.77
clkbuf_1,3,0.58
dfrtp_1,12,15
dfxtp_1,25,26
ha_1,3,1.9
inv_1,6,1.2
mux2i_1,2,1.0
nand2_1,26,5.0
nand3_1,12,3.1
nand4_1,6,1.9
nor2_1,20,3.9
nor3_1,2,0.52
o21ai_0,3,0.77
o31ai_1,7,2.7
or2_2,2,0.64
xnor2_1,8,3.6
xor2_1,17,7.7
-- sequential cells by signal (all words and copies together), names as in the netlist --
name and cells:
LED 8, clk1hz.clk_out 1, clk1hz.cnt 25, n 5
No activity file was given, so power comes from the tool's default toggle rates.
