--- ./run.sh ---
#!/bin/bash
# OpenROAD 26Q1-2900-gdf79404cd8, Yosys 0.63+post, stock flow scripts
make -C /OpenROAD-flow-scripts/flow DESIGN_CONFIG=/design/flow/config.mk WORK_HOME=/design/flow/orfs finish
--- ./config.mk ---
export PLATFORM = sky130hd
export DESIGN_NAME = clock
export DESIGN_NICKNAME = clock
export VERILOG_FILES = /design/flow/design.v
export SDC_FILE = /design/flow/constraint.sdc
export NUM_CORES = 4
export LEC_CHECK = 1
export CORE_AREA = 10 10 94 94
export DIE_AREA = 0 0 104 104
--- ./constraint.sdc ---
current_design clock

set clk_period 3.9
set clk_io_pct 0.2

create_clock -name clk0 -period $clk_period [get_ports {clk}]

set non_clock_inputs [all_inputs -no_clocks]
set_input_delay [expr $clk_period * $clk_io_pct] -clock clk0 $non_clock_inputs
set_output_delay [expr $clk_period * $clk_io_pct] -clock clk0 [all_outputs]
--- ./design.v ---
`timescale 1ns / 1ps
module clock(
    input clk,
	 input wire [1:0] sel,
    output reg q
);
   reg [25:0] a;
   reg [25:0] M;     
    initial 
        begin
            a <=1;
            q <=0;
        end
    always @(posedge clk)
	 begin
	 case (sel)
	 2'b00: M = 50000000;
	 2'b01: M = 25000000;
	 2'b10: M = 5000000;
	 2'b11: M = 2000000;
	 endcase 
    if (a == M/2)      
            begin
            q <= ~q;
            a <= 1;
            end
        else a <=a+1;
	end
endmodule
==> impl_metrics.py <==
# Synthesis and PnR figures
metrics = {
    "final_layout": {
        "area_delta_synth_final_pct": 10.7,
        "fillers": 771,
        "stdcell_area_sq_um": 1720,
        "utilization": 0.251,
        "drive_above_1_share": 0.0819,
    },
    "worst_setup_path": {
        "r2r_slack_ns": 1.66,
        "cp_num_cells": 8,
        "arrival_ns": 2.85,
        "critPathKind": "in2reg",
        "slowest_delay_ns": 0.58,
        "cp-startpoint": "sel[1]",
        "path_delay_family": "buffers and inverters",
        "cp-start-kind": "input port",
        "r2r-end": "a[20]",
        "worstPathRequired_ns": 4.05,
        "critPathMaxFanout": 11,
        "cp_slowest_cell": "clkdlybuf4s50_1",
        "crit_path_end_kind": "flop",
        "worstReg2RegStart": "a[1]",
        "crit_buf_inv": 3,
        "crit_path_end": "a[15]",
        "rr_worst_depth": 5,
        "crit_chain": "clkdlybuf4s50_1 -> inv_1 -> ha_1 -> nor3b_1 -> o22ai_1 -> nor4_4 -> buf_4 -> a22oi_1",
    },
    "synth": {
        "synth-seq-cells": 27,
        "yosys_area_sq_um": 1550,
        "synth-edff-count": 1,
        "synth-main-ff-cell": "dfxtp_1",
        "most_common_cell": "dfxtp_1",
        "ys_warn_count": 1,
        "ys_top_cells_by_area": "dfxtp_1 34%, ha_1 5.6%, a22oi_1 5.3%",
        "ys_types": 42,
        "synth-async-reset-ratio": 0,
        "common_cells": "26 x dfxtp_1, 11 x a22oi_1, 11 x nand3_1",
        "top_area_cell": "dfxtp_1",
        "synth_cells": 171,
        "yosys.stat.seqShare": 0.355,
        "syn_avg_cell_area_sq_um": 9.07,
        "syn_area_sq_um": 1550,
        "ys_cells": 171,
        "top_cell_area_share": 0.336,
    },
    "final_timing": {
        "maxSlewHeadroom": 0.663,
        "skew_ns": 0.00144,
        "fin_crit_ns": 2.70,
        "finalSetupViolCount": 0,
        "worst_pin_slew_ns": 0.504,
        "timing.fmax_mhz": 370,
        "slew_viol_final": 0,
        "grt_setup_unrepaired": "false",
        "hold_viol_final": 0,
        "setup_ws_ns": 1.20,
        "finalClockPeriodUsage": 0.693,
        "finalSetupTns_ns": 0,
    },
    "clocking": {
        "tritoncts": "built",
        "cts.path.max_buffers": 2,
        "clkLatencyLatePin_ns": 0.27,
        "numCtsBuffers": 3,
        "postCtsSetupRepairBufs": 0,
        "post_cts_resized": 0,
        "htree_levels": 1,
        "clkTransAtPathRegs_ns": 0.09,
        "hold_buffers": 0,
        "cts_root_buf": "clkbuf_8",
        "clock_sinks": 27,
    },
    "route": {
        "wl_per_cell_um": 11.6,
        "dr.pass1.iters": 4,
        "vias": 1236,
        "via_per_inst": 4.63,
        "drtAntennaViolNets": 0,
        "drt-total-wl_um": 3090,
        "n_antenna_cell": 0,
        "drc": 0,
        "drtIter0Drc": 51,
    },
    "flow_run": {
        "drv_cap": 0,
        "warnings": 30,
    },
    "placed_design": {
        "hpwl_um": 2350,
        "portBuffers": 3,
        "preCtsSetupSlack_ns": 0.873,
        "place_area_sq_um": 1670,
        "globalplace.congestion": 0.838,
    },
    "global_routing": {
        "grt_overflow": 0,
        "grt_usage": 0.0579,
        "grt_pass1_wl_um": 5440,
        "grt_pass1_vias": 1144,
        "antenna_found_initial": 0,
        "grt_max_degree": 16,
    },
    "worst_hold_path": {
        "hold_path.class": "reg2reg",
    },
    "pwr": {
        "power_switching_uw": 89.1,
        "intPower_uw": 354,
        "clkPwrFrac": 0.348,
        "powerDensity_nw_per_um2": 258,
        "netSwitchingFraction": 0.201,
        "power_frac_comb": 0.027,
        "leakagePower_nw": 0.609,
        "power_uw": 443,
        "ir_drop_uv": 124,
        "p_seq_frac": 0.625,
    },
    "status": {
        "outcome": "complete, no violations",
    },
    "floorplan": {
        "ioPinCount": 4,
        "fp-utilization": 0.227,
        "num_rows": 30,
        "design.core.area_sq_um": 6830,
        "die_w_um": 104,
        "fp.dieH_um": 104,
        "die-area_sq_um": 10800,
    },
}
[routing by layer]
metal  vias to the layer above  global-route usage  wire length (um)
met2                         7              0.0968              1380
met4                         0            0.000994                 0
met3                         0              0.0125                84
met1                       587              0.0794              1620
li1                        642                   -                 -
met5                         -                   0                 0
[flip-flops by register name, indices dropped and copies added, names as in the netlist]
register and count:
q 1, a 26
[worst min-delay path: stages (launching register included)]
cell and delay, ns:
dfxtp_1 0.30, inv_1 0.07, xnor2_1 0.07
[worst min path at each step]
stage         cells past startpoint    end  start
CTS                               2  a[25]  a[25]
global route                      2  a[25]  a[25]
finish                            2  a[25]  a[25]
[metrics by stage]
stage | hold WS, ns | std cells
finish | 0.488 | 267
global route | 0.513 | 267
CTS | 0.499 | 267
detailed placement | 0.483 | 263
global placement | 0.477 | 263
floorplan | 0.457 | 171
[cells in the final DEF, fill, tap and decap left out, types with 2 or more instances in the layout]
master,count
and2_1,3
clkdlybuf4s50_1,3
o31ai_1,7
xnor2_1,7
and3_1,4
nor3b_1,2
nand3_1,11
o21ai_0,5
and4_1,2
nand2_1,5
a21o_1,2
ha_1,7
nor3_1,4
a21oi_1,9
nor4b_1,3
buf_4,4
dfxtp_1,26
clkbuf_8,3
or4_1,8
xor2_1,7
o22ai_1,2
inv_1,9
or3_1,4
nand4_1,5
a22oi_1,11
[power groups by stage]
stage / logic [mW] / clock network, mW / registers [mW]
6_report: 0.0119 / 0.154 / 0.277
5_1_grt: 0.0133 / 0.175 / 0.277
4_1_cts: 0.0121 / 0.164 / 0.277
[cell families after synthesis]
group	share of synthesized area
DFF	0.355
and+or+nand+nor	0.263
buffers and inverters	0.0702
xor gates and xnor gates	0.0791
adders and majority gates	0.0565
AOI/OAI and AO/OA	0.176
[cell type report]
cell class | count | area (sq um) | area share
sequential | 27 | 551 | 0.321
multi-input combinational | 124 | 905 | 0.527
tap | 96 | 120 | 0.0700
clock buffer | 3 | 41.3 | 0.0241
inverter | 9 | 33.8 | 0.0197
timing repair buffer | 7 | 60.1 | 0.0350
clock inverter | 1 | 5.00 | 0.00292
Power figures rest on the tool's default switching activity, not on a simulated workload.
