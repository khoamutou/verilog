<file path="design/flow/design.v">
`timescale 1ns / 1ps
module Clock_div
 #(parameter N= 30, M = 500000000)  
( input wire clk,
 output wire [3:0]q
 );
reg [N-1:0] r_reg01H,r_reg1H,r_reg10H,r_reg100H;
wire [N-1:0] 
r_next01H,r_next1H,r_next10H,r_next100H;
always @(posedge clk) begin
r_reg01H<=r_next01H;
r_reg1H<=r_next1H;
r_reg10H<=r_next10H;
r_reg100H<=r_next100H;
end
assign r_next01H = (r_reg01H==M)?0:r_reg01H + 1;
assign r_next1H = (r_reg1H==M/10)?0:r_reg1H + 1;
assign r_next10H = (r_reg10H==M/100)?0:r_reg10H + 1;
assign r_next100H = (r_reg100H==M/1000)?0:r_reg100H + 1;
assign q[0]=(r_reg01H<M/2)?0:1;
assign q[1]=(r_reg1H<M/20)?0:1;
assign q[2]=(r_reg10H<M/200)?0:1;
assign q[3]=(r_reg100H<M/2000)?0:1;
endmodule
`timescale 1ns / 1ps
module CounterUD
#(parameter N= 8)  
( input wire clk,reset,ud,
 output wire [7:0]q
 );
reg [N-1:0] r_reg;
wire [N-1:0] r_next;
always @(posedge clk, posedge reset) 
 if (reset)
 r_reg<=0;
 else 
 r_reg<=r_next;
assign r_next = (ud==1)?r_reg + 1:r_reg - 1;
assign q=r_reg;
endmodule
`timescale 1ns / 1ps
module LED_Counter(
input wire clk, reset,
input wire [1:0] SW,
input wire UD,
output wire [7:0] LED 
 );
wire [3:0] f;
wire clk_o ;
Clock_div clockdivider (clk, f) ;
Mux41 mux4to1 (f,SW,clk_o);
CounterUD counter (clk_o, reset,UD,LED);
endmodule
`timescale 1ns / 1ps
module Mux41 
( input wire [3:0] clk,
 input wire [1:0] sw,
 output reg clk_o
 );
always @(clk,sw)
case (sw)
0: clk_o = clk[0];
1: clk_o = clk[1];
2: clk_o = clk[2];
3: clk_o = clk[3];
endcase
endmodule
</file>
<file path="design/flow/run.sh">
#!/bin/bash
# OpenROAD 26Q1-2900-gdf79404cd8, Yosys 0.63+post, stock flow scripts
make -C /OpenROAD-flow-scripts/flow DESIGN_CONFIG=/design/flow/config.mk WORK_HOME=/design/flow/orfs finish
</file>
<file path="design/flow/config.mk">
export PLATFORM = sky130hd
export DESIGN_NAME = LED_Counter
export DESIGN_NICKNAME = LED_Counter
export VERILOG_FILES = /design/flow/design.v
export SDC_FILE = /design/flow/constraint.sdc
export NUM_CORES = 4
export LEC_CHECK = 1
export CORE_UTILIZATION = 30
</file>
<file path="design/flow/constraint.sdc">
current_design LED_Counter

set clk_period 4.9
set clk_io_pct 0.2

create_clock -name clk0 -period $clk_period [get_ports {clk}]

set non_clock_inputs [all_inputs -no_clocks]
set_input_delay [expr $clk_period * $clk_io_pct] -clock clk0 $non_clock_inputs
set_output_delay [expr $clk_period * $clk_io_pct] -clock clk0 [all_outputs]
</file>
==> run summary <==
Physical implementation

The first global-routing pass estimated 18200 µm of wire. The synth_stat.txt file lists the number of cells as 629. For reference, the top cells by area after synthesis are sky130_fd_sc_hd__dfxtp_1 (41%), sky130_fd_sc_hd__xnor2_1 (9.6%), sky130_fd_sc_hd__xor2_1 (7.3%).

TritonRoute output was used to compute an average wire per cell of 11.1 µm. For this run, the number of standard cells in the final layout without fillers is 928. The minimum period implied by the final worst setup slack is 2080 ps.

The total tool warning count is 29. The number of DRC violations after detailed routing is 0. After synthesis, the mean cell area works out to 9.39 µm².

Relative to the synthesized area, the layout overhead comes to 18.4%. The met3 usage in global routing is 2.26%. The post-route clock period utilization is 42.4%. Per the OpenROAD floorplan log, the area of the core is 19000 µm². In the final layout, the share of cells above drive strength 1 is 7.78%. The number of flops mapped to enable cells by yosys is 0. The endpoint type of the worst setup path is a register. The yosys-reported design area after synthesis is 5910 µm². Endpoints with negative setup slack in the final report add up to 0. The highest-count logic cell in the final layout is sky130_fd_sc_hd__dfxtp_1. The via count of the first global-routing pass is 3977. The register share after synthesis is 44.1%. The start-to-end type of the worst setup path is register to register. The met2 global-route usage is 16.5%. The number of unconstrained endpoints is 16. Max-cap violations in this run came to 0. The initial antenna violation count came to 0. The proportion of synthesized flip-flops having asynchronous set or reset is 6.25%. Detailed placement ended at an HPWL of 7170 µm. The buffer cell driving the clock tree root is sky130_fd_sc_hd__clkbuf_16.

Detailed-route iteration 0 reported a violation count of 171. STA classifies the critical path startpoint as a register. Per the summary, power density relative to cell area is 338 nW/µm². The combined buffer and inverter count along the critical path is 1. The total internal power is 1.92 mW. The distinct cell type count after synthesis is 48. Walking the worst path, the cells encountered are nor4_1 -> nand3_1 -> nor4_2 -> buf_4 -> nand2b_1 -> mux2i_1.

Once detail routing completed, the nets flagged for antenna violations numbered 0. The cell area after synthesis is 5910 µm². The power report puts the leakage power at 2.64 nW.

The overall routing resource usage is 11.0%. The share of total power in the clock network is 56.7%. TritonCTS built the clock tree. For this block, the routed nets add up to 10300 µm of wire. Per the post-CTS timing run, clock transition at the registers of the reported paths is 50 ps.

The count of unclocked register or latch pins is 8. The number of diodes is 0. According to the I/O placement log, the pin count is 13.

Combinational logic is responsible for 1.6% of the overall power. The slew at the pin closest to its max-slew limit is 800 ps. Across the VDD grid, the largest voltage drop is 0.000238 V. Summed over all instances, the cell type with the most area after synthesis is sky130_fd_sc_hd__dfxtp_1. The dominant delay contributor by cell family on the critical path is simple AND/OR/NAND/NOR gates. According to the floorplan log, the row count is 50. The top cell type's share of synthesized area is 40.7%. The die boundary width is 142 µm. The global route total overflow is 0. Clock skew on the completed layout was measured at 6.70 ps. The hold buffer count at CTS is 0. The H-tree was split into 4 levels.

The part of the total power dissipated in sequential elements is 41.6%. The first-pass iteration count of the detailed router is 4. The fraction of the core area occupied by cells at floorplan is 31.1%.

Synthesis produced a netlist whose cell count is 629. The met1 track demand over resource in global routing is 16.9%. The clock latency reported for the late side of the worst-skew pair is 400 ps. In the layout the commonest cells are sky130_fd_sc_hd__dfxtp_1 (120), sky130_fd_sc_hd__nor2_1 (82), sky130_fd_sc_hd__xnor2_1 (65). The congestion estimate from routability-driven global placement came to 0.830. In this run the full chip footprint comes out at 20300 µm². The relative max-transition margin is 46.2%. The average via count per standard cell is 4.52. The fraction of power spent switching nets is 18.9%. The OpenROAD report gives the critical path a required time of 5180 ps. The post-CTS setup repair buffer count is 0.

The synthesis report names the predominant flop master as sky130_fd_sc_hd__dfxtp_1. Measured on the finished design, the core utilization comes to 36.8%. The most crowded layer after global routing is met1. The run finished with clean final reports.

The total number of yosys warnings is 3. The via count is 4197. In this run the register-to-register setup slack is 2820 ps. The timing report gives the biggest stage delay along the critical path as 650 ps. The final timing report lists a hold violation count of 0.

Setup repair after global routing left no endpoint under its margin. The analysis attributes to net switching a power of 0.447 mW. Per the final report, max-transition violations number 0. The arrival time of data at the worst endpoint is listed as 2360 ps. The aggregate negative setup slack is 0 ps. According to the floorplan report, the die height is 142 µm.

Entering global routing, the biggest net connects 17 pins. Looking at the clock tree report, the maximum root-to-sink buffer count equals 2. After detailed placement, the design holds a cell count of 896. The slowest stage cell on the critical path is sky130_fd_sc_hd__nor4_2. CTS added clock buffers totalling 17.

Post-CTS repair ended up resizing 0 cells. Timing would allow up to 0.482 GHz. Checking hold timing, the worst path is listed with class register to register. The count of buffers added on input and output ports is 12. Of all nets on the critical path, the largest fanout is 8. The number of register bits inferred by synthesis is 128.
per-layer routing:
layer / up-vias / wire length, µm
met4: 0 / 159
met3: 12 / 352
met1: 1880 / 5520
met2: 46 / 4290
li1: 2259 / -
met5: - / 0
cell families after synthesis:
kind of cell	count (synthesis)	share of synthesized area [%]
simple gates	313	30.2
flops	128	44.1
xor+xnor	114	16.9
buf+inv	31	2.08
compound gates	24	2.73
fa+ha+maj	15	3.30
mux	4	0.678
cells in the mapped netlist, drive strengths merged, types with 2 or more instances:
cell type	number
nand2	47
and3	24
a21o	2
nor4	21
dfxtp	120
nand2b	5
nor4bb	2
nand4b	4
mux2i	4
a21oi	7
nor3	16
nand3	46
xor2	49
nor2	82
nand4	36
or3	3
o31ai	2
nor4b	7
or2	2
inv	21
nor2b	5
and4	7
clkbuf	5
o21ai	3
o211ai	2
dfrtp	8
ha	14
nor3b	2
buf	5
xnor2	65
worst register-to-register path, delay by kind of cell, from the launching register on:
family                 cells  cell delay (ps)
buffers and inverters      1              270
flip-flops                 1              340
multiplexers               1               60
AND/OR/NAND/NOR            4             1310
worst paths after layout:
path              cells after the start                         end                       start
setup reg to reg                      6    clockdivider.r_reg1H[25]    clockdivider.r_reg1H[10]
hold / removal                        1  clockdivider.r_reg100H[29]  clockdivider.r_reg100H[29]
hold reg to reg                       1  clockdivider.r_reg100H[29]  clockdivider.r_reg100H[29]
setup / recovery                      6    clockdivider.r_reg1H[25]    clockdivider.r_reg1H[10]
power groups by stage:
stage	clock (mW)	combinational, mW	sequential [mW]
4_1_cts	1.37	0.0398	0.985
5_1_grt	1.43	0.0447	0.985
6_report	1.34	0.0389	0.985
area by class of cell:
type / count / area, µm²
Clock buffer: 20 / 447
Clock inverter: 12 / 199
Fill cell: 1913 / 12000
Inverter: 21 / 78.8
Multi-Input combinational cell: 470 / 3180
Sequential cell: 128 / 2600
Tap cell: 260 / 325
Timing Repair Buffer: 17 / 158
stage by stage:
step	setup WS [ps]	hold slack (ps)	cell area, µm²	power (mW)
6_report	2820	463	6990	2.37
5_1_grt	2570	495	6990	2.46
4_1_cts	2770	467	6990	2.40
3_5_place_dp	2770	452	6350	1.05
3_3_place_gp	2810	456	6350	1.05
2_1_floorplan	3300	432	5910	1.03
Power figures rest on the tool's default switching activity, not on a simulated workload.
